**./config.mk**
```make
export PLATFORM = sky130hd
export DESIGN_NAME = SS_MOVAVG
export DESIGN_NICKNAME = SS_MOVAVG
export VERILOG_FILES = /design/flow/design.v
export SDC_FILE = /design/flow/constraint.sdc
export NUM_CORES = 4
export LEC_CHECK = 1
export CORE_UTILIZATION = 50
```
**./constraint.sdc**
```tcl
current_design SS_MOVAVG

set clk_period 38.6
set clk_io_pct 0.2

create_clock -name clk0 -period $clk_period [get_ports {CLK}]

set non_clock_inputs [all_inputs -no_clocks]
set_input_delay [expr $clk_period * $clk_io_pct] -clock clk0 $non_clock_inputs
set_output_delay [expr $clk_period * $clk_io_pct] -clock clk0 [all_outputs]
```
**./design.v**
```verilog
module M_SIDEADD #(parameter N_inputs = 3, NB_out = 3) (EN,IN,OUT);
input EN;
input [N_inputs -1:0] IN;
output [NB_out-1:0] OUT;
wire [NB_out-1:0] OUT_temp;
wire [NB_out-1:0] temp [N_inputs-1:0];
genvar n;
generate 
	case (N_inputs)
		1: begin
				assign OUT_temp = IN[0];
		   end
		2: begin
				assign OUT_temp = IN[0] + IN[1];
		   end
		default: begin
					assign temp[0] = IN[0];
					assign OUT_temp = temp[N_inputs-1][NB_out-1:0];
					for (n=1; n<(N_inputs);n=n+1) begin : TempAdd
						assign temp[n][NB_out-1:0] =  temp[n-1][NB_out-1:0] + IN[n];
					end
				end
	endcase
endgenerate
assign OUT = (EN) ? OUT_temp : 1'b0;
endmodule
module SS_MOVAVG(IN,AVG,CLK,INIT);
parameter W = 1000;
parameter N = 16;
parameter F_sampling = 5;
input IN;
input CLK, INIT;
output [N-1:0] AVG;
reg [W-1:0] BUFFER = 1'b0 - 1'b1;
reg [7:0] sampleCOUNTER = 8'd0;
always @(posedge CLK) begin
	if (sampleCOUNTER<F_sampling) begin
		sampleCOUNTER <= sampleCOUNTER + 1'b1;
		BUFFER <= BUFFER;
	end else begin
		sampleCOUNTER <= 1'b0;
		BUFFER <= {IN,BUFFER[W-1:1]};
	end
end
M_SIDEADD SIDEADD0(.EN(1'b1),.IN(BUFFER),.OUT(AVG));
defparam SIDEADD0.N_inputs = W;
defparam SIDEADD0.NB_out = N;
endmodule
```
**./run.sh**
```bash
#!/bin/bash
# OpenROAD 26Q1-2900-gdf79404cd8, Yosys 0.63+post, stock flow scripts
make -C /OpenROAD-flow-scripts/flow DESIGN_CONFIG=/design/flow/config.mk WORK_HOME=/design/flow/orfs finish
```
==> run summary <==
Implementation results are summarized by area below.

Timing
The ratio of final minimum period to clock period is 0.516. For reference, the final report shows the hold violation count at 0. Setup repair after global routing left no endpoint under its margin. The count of final max-slew check failures is 0.

The total of endpoints with negative setup slack in the final report is 0. The setup TNS is 0 ns. The max-slew check reports its worst relative slack as 0.464.

The pin slew with the least headroom to its limit is 0.804 ns. The smallest clock period supported by the final layout is computed as 19.92 ns. The highest clock frequency the design can meet is 50.2 MHz.

The final clock skew is 0.0251 ns.

Hold path
The worst hold path belongs to the class register to register.

Floorplan
The horizontal die size is 339 um. The count of boundary I/O pins is 19. The die boundary height is 339 um.

According to the floorplan report, the placeable core area is 113,000 um2. The floorplan utilization is 0.505. The number of core rows is 123. The floorplan die area is 115,000 um2.

Global routing
The number of antenna violations at the first check in global routing was 0. Summed over all layers, the global routing overflow is 0. The via count of the first global-routing pass is 29,400.

The global routing usage summed across all routing layers is 0.255. The largest net degree at the start of global routing is 137. The first global-routing pass estimated 182,000 um of wire.

Synthesis
The commonest cells after synthesis are inv_1 (1,331), edfxtp_1 (1,000), fa_1 (980). Looking at area per cell type in the netlist, the leader is edfxtp_1. The fraction of post-synthesis cell area in the top cell type by area is 0.528.

The number of register bits inferred by synthesis is 1,008. The dominant register cell in the synthesized netlist is edfxtp_1. The total of warnings raised by yosys is 2.

Yosys instantiated no cell more often than inv_1. The per-instance average area after synthesis is 16.2 um2. For this run, the chip area from Yosys synthesis comes to 56,900 um2. The synth_stat.txt file lists the number of cells as 3,518. The number of different library cells used by synthesis comes to 42. The synthesized netlist handed to floorplanning was reported with a cell count of 3,518. The synthesis report gives the async set-or-reset register share as 0. Sorting the synthesized cells by area gives the leading types as edfxtp_1 (53%), fa_1 (34%), inv_1 (8.8%). The cell area that synthesis handed to floorplanning was 56,900 um2.

The number of enable flip-flop cells is 1,000. The register share after synthesis is 0.531.

Placed design
As logged by OpenROAD, the buffers inserted on ports number 13. After legalization and detailed placement, the total HPWL measured 98,800 um. The post-placement cell count is 5,046. The congestion estimate from routability-driven global placement came to 0.960.

Run
The total number of warnings across the stage logs is 32. In this run the maximum-capacitance check reported violations numbering 0.

Worst setup path
The cell seen most often among critical-path stages is fa_1. The timing report gives the biggest stage delay along the critical path as 0.69 ns. Looking at the critical path, the single cell with the biggest stage delay is fa_1. STA classifies the critical path endpoint as an output pin. The data arrival time reported for the critical path is 12.20 ns. The critical path in this run is classified as register to output pin. Data on the critical path is required at its endpoint by 30.88 ns. In this run the worst path has a maximum fanout of 4. The worst setup path is launched from a register.

Outcome
The flow ran to the end, and the final reports show no timing, DRC or antenna violations.

Clocking
Counting along the longest clock path gives a buffer depth of 3. In this run the clock root is driven by a clkbuf_16. The CTS buffer count is 110. Clock-pin slew was measured on the worst setup and hold paths at 0.06 ns. The latest clock arrival within the worst-skew pair is 0.69 ns. The post-CTS setup buffer count is 0. For this design, the CTS-stage hold fixing added 0 buffers. TritonCTS built the clock tree. The tree built by TritonCTS fans out to 1,008 sinks. The post-cts gate resize count is 0. The H-tree depth is 3.

Drt
The routed layout has 24,700 vias. The number of search-and-repair iterations in the first detailed-routing pass is 5. The number of DRC violations after detailed-routing iteration 0 is 1,124.

After detailed routing, the total wire length is 121,000 um. For this run, the script counts the antenna cells in the layout as 0. The number of DRC violations after detailed routing is 0. The final routed wire length divided by cell count is 23.1 um. The post-route antenna net violation count is 0. The routed design shows a via density per instance of 4.70.

Final layout
Counting the fill cells in the layout gives 8,883. The layout summary lists the proportion of cells stronger than drive strength 1 as 0.0477. The layout overhead on the synthesized area is 9.92%. The filler-free cell count of the finished design is 5,252.
[layer usage]
layer  track usage  up-vias  routed length [um]
met4        0.0495       10                3350
met3         0.174      146               19100
met5        0.0298        -                 482
met2         0.353     1139               56800
li1              -    10800                   -
met1         0.376    12600               41400
[layout by cell type, fill, tap and decap left out, drive strengths merged, types with 2 or more instances in the layout]
cell type      synthesis  routed
a21oi                  5       5
nand3                  2       2
conb                   1       8
ha                   125     125
bufinv                 0       9
edfxtp              1000    1000
buf                    6      15
nor4                   4       4
fa                   980     980
nand2b                 3       3
nand2                  5       5
a21o                   6       6
clkbuf                 1     136
clkdlybuf4s50          0      13
inv                 1331    1336
xnor2                  4       4
nor2                   8       8
clkinvlp               0       6
o211ai                 3       3
clkinv                 0      50
dfxtp                  8       8
xor2                   3       3
and3                   4       4
[area by class of cell]
cell class	count	area, um2	area share
clock inverter	70	607	0.00971
tap	1500	1880	0.0300
sequential	1008	30200	0.483
inverter	1331	5000	0.0799
timing repair buffer	28	268	0.00428
clock buffer	136	2910	0.0466
multi-input combinational	1179	21700	0.347
[flip-flops by register name, summed over array words and instances, names as in the netlist]
name           count
BUFFER          1000
sampleCOUNTER      8
[worst max-delay path: cells and delay by family, from the launching register on]
kind | cells | cell delay [ns]
compound gates | 2 | 0.65
simple gates | 2 | 0.62
fa+ha+maj | 17 | 8.94
buf+inv | 7 | 0.88
flops | 1 | 0.43
[per-stage QoR]
stage	hold slack (ns)	setup WS [ns]	area [um2]	utilization
global placement	0.429	19.36	59000	0.524
detailed placement	0.432	19.37	59000	0.524
CTS	0.433	18.56	62500	0.555
global route	0.445	18.29	62500	0.555
floorplan	0.426	14.75	56900	-
finish	0.430	18.68	62500	0.555
[kinds of logic (layout without fill, tap and decap cells)]
logic type / Yosys count / count (layout) / synth area share
buffers and inverters: 1338 / 1565 / 0.0888
adder cells (fa/ha/maj): 1105 / 1105 / 0.372
flip-flops: 1008 / 1008 / 0.531
AND/OR/NAND/NOR: 34 / 34 / 0.00339
AND-OR/OR-AND: 24 / 24 / 0.00323
XOR/XNOR: 7 / 7 / 0.00108
other: 1 / 8 / 0.0000659
multiplexers: 1 / 1 / 0.000176
[worst paths after layout]
check	from	end	slack [ns]	cells past startpoint
setup / recovery	BUFFER[517]$_DFFE_PP_	AVG[10]	18.68	28
hold reg to reg	BUFFER[392]$_DFFE_PP_	BUFFER[391]$_DFFE_PP_	0.43	0
hold / removal	BUFFER[392]$_DFFE_PP_	BUFFER[391]$_DFFE_PP_	0.43	0
setup reg to reg	sampleCOUNTER[0]$_SDFF_PP0_	BUFFER[9]$_DFFE_PP_	34.78	8
